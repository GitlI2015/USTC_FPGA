File: flow/config.mk
export PLATFORM = sky130hd
export DESIGN_NAME = bcd2n
export DESIGN_NICKNAME = bcd2n
export VERILOG_FILES = /design/flow/design.v
export SDC_FILE = /design/flow/constraint.sdc
export NUM_CORES = 4
export LEC_CHECK = 1
export CORE_UTILIZATION = 30
File: flow/constraint.sdc
current_design bcd2n

set clk_period 7.1
set clk_io_pct 0.2

create_clock -name clk0 -period $clk_period [get_ports {clk}]

set non_clock_inputs [all_inputs -no_clocks]
set_input_delay [expr $clk_period * $clk_io_pct] -clock clk0 $non_clock_inputs
set_output_delay [expr $clk_period * $clk_io_pct] -clock clk0 [all_outputs]
File: flow/design.v
`timescale 1ns / 1ps
module n2bcd(
input signed [15:0] n,
input clk,
output reg [19:0] bcd
);
reg signed [15:0] abs_n=0;     
wire [15:0] d1,d2,d3;        
wire r1,r2,r3;                      
reg [5:0] cnt;
reg init=0;
wire [3:0] q1,q2,q3;        
wire [15:0] f1,f2,f3;        
	assign d1=16'd1000;
	assign d2=16'd100;
	assign d3=16'd10;
always@(posedge clk)
begin
	bcd[19:16]<=n>=0?4'd0:4'd5;
	bcd[15:12]<=q1;
	bcd[11:8]<=q2;
	bcd[7:4] <=q3;
	bcd[3:0] <=f3;
end
always@(*)
	abs_n=n>0?n:-n;
div di1(r1,clk,abs_n,q1,d1,f1);
div di2(r2,clk,f1,q2,d2,f2);
div di3(r3,clk,f2,q3,d3,f3);
endmodule
module bcd2n(
input signed [19:0] bcd,
input en,
input clk,
output reg signed [15:0] n=0
);
always@(posedge clk)
if(en)
	n=(bcd[19:16]==4'd5)?(-bcd[15:12]*1000-bcd[11:8]*100-bcd[7:4]*10-bcd[3:0]):(bcd[15:12]*1000+bcd[11:8]*100+bcd[7:4]*10+bcd[3:0]);
else
	n=0;
endmodule
File: flow/run.sh
#!/bin/bash
# OpenROAD 26Q1-2900-gdf79404cd8, Yosys 0.63+post, stock flow scripts
make -C /OpenROAD-flow-scripts/flow DESIGN_CONFIG=/design/flow/config.mk WORK_HOME=/design/flow/orfs finish
==> run notes <==
Here are the numbers from the latest Yosys + OpenROAD run.

By startpoint and endpoint, the worst setup path is classified as input pin to flip-flop. The dominant logic cell type in the layout is sky130_fd_sc_hd__inv_1. The total cells reported by yosys after synthesis came out at 492.

The die span in y is 122 µm. The largest net degree at the start of global routing came out at 16. The final report lists the setup-violating endpoint count as 0.

The flow ran to the end, and the final reports show no timing, DRC or antenna violations. The worst-case setup margin in the final layout is 0.352 ns. At the pin with the least slew margin, the transition time is 0.505 ns. The library cells used most frequently in the layout, excluding fill and tap cells, are sky130_fd_sc_hd__inv_1 (112), sky130_fd_sc_hd__ha_1 (97), sky130_fd_sc_hd__fa_1 (48), sky130_fd_sc_hd__clkdlybuf4s50_1 (37), sky130_fd_sc_hd__xnor2_1 (29). The core footprint came out at 14,000 µm². The detailed-placement wirelength estimate is 7.55 mm. Final hold analysis gives a worst-case slack of 1.80 ns. The wire length per cell came out at 11.1 µm. The root buffer cell chosen for the clock tree is sky130_fd_sc_hd__clkbuf_16.

The area overhead of the layout relative to synthesis came out at 19.5%. The number of unique standard cell types used by synthesis came out at 50. 0 antenna diodes ended up in the layout. The final antenna-violating net count is 0. The worst-case max-slew headroom was logged as 66.2%. The post-synth area from yosys stat came out at 4360 µm². The count of library flops with an enable pin came out at 0. The CTS report gives the tree buffer count as 3. After synthesis the cells add up to 4360 µm².

Total power normalized to cell area comes to 439 nW/µm². The sum of internal, switching and leakage power came out at 2.29 mW. The final cell area excluding filler cells came out at 5200 µm².

The remaining global-route overflow is 0. The clock sink count is 16. The peak ir drop on the vdd network came out at 0.193 mV.

The synthesis warning total is 1. The flip-flop count of the largest register, all copies and words added came out at 16. The clock period minus final worst setup slack is 6.75 ns. The first global-routing pass estimated 14.1 mm of wire. The iteration tally of the first detailed-router pass came out at 4. The hold violation count in the final report is 0. The critical path capture point type is a flip-flop. The script extracted a total leakage power of 2.67 nW. The number of antenna violations at the first check in global routing came out at 0. The via count of the routed design is 3,153.

In this run the core area contains 43 standard-cell rows. The average footprint of a synthesized cell is 8.85 µm². Per the hold report, the tightest min-delay path originates at bcd[0]. The filler cell count came out at 1,366. The synthesized netlist cell count is 492.

The I/O pin count came out at 38. The startpoint of the worst setup timing path is bcd[13]. The number of buffers added on ports is 37.

The via count of the first global-routing pass came out at 3,095. TritonCTS built the clock tree. At the worst endpoint, the required time is 7.27 ns. The post-route core utilization is 37.1%. The count of warning messages emitted by the tools came out at 46. The finished layout holds 731 standard cells, fillers aside. The quantity of hold-fixing buffers added after cts is 0. The share of the core area taken by cells at floorplan is 31.0%.

At the end of routability-driven placement, the weighted congestion stood at 0.894. The clock transition at the register clock pins on the worst setup and hold paths after CTS came out at 0.05 ns. The final worst-path cycle share is 95.0%. The floorplan step defined a die boundary enclosing 15,000 µm². The most used flip-flop cell after synthesis is sky130_fd_sc_hd__dfxtp_1.

The sequential-to-total area share from yosys stat is 7.35%. The global-route usage over all layers came out at 12.0%. The worst hold path belongs to the class input pin to flip-flop. The biggest fanout along the worst timing path is 4. STA on the placed design reports a worst setup slack of 0.00564 ns.

The post-placement cell area is 5100 µm². STA classifies the critical path startpoint as an input pin. The proportion of register bits with asynchronous set or reset after synthesis is 0%. In this run the horizontal extent of the chip is 122 µm. The maximum number of buffers from clock root to sink came out at 2. The routed layout reports a DRC error count of 0. Per the run summary, max-cap violations total 0. The wire length after detailed routing came out at 8.11 mm.

The number of H-tree branching levels came out at 1. The routed design shows a via density per instance of 4.31. After routing, the total negative slack on setup checks comes to 0 ns.

In this run, synthesis produced a sequential element count of 16. For this run, the top clock speed supported by timing is 148 MHz. The detailed router's first-iteration violation count is 62. Setup repair after global routing left no endpoint under its margin. The number of placed cells counting well taps came out at 727. The OpenROAD report gives the critical path a data arrival time of 6.92 ns. The layout cell share with drive strength beyond 1 came out at 6.90%. For reference, the final report shows the max-slew violation count at 0.
==> final cells by class <==
type	instances	area (µm²)	share of cell area (%)
flip-flops and latches	16	320	6.15
clock buffers	4	88.8	1.71
well taps	180	225	4.33
multi-input cells	361	3620	69.6
repair buffers	58	528	10.1
inverters	112	420	8.08
==> cells in the mapped netlist, types with 4 or more instances <==
master                      n  share of area, %
sky130_fd_sc_hd__a21o_1    12               2.1
sky130_fd_sc_hd__a21oi_1   16               1.8
sky130_fd_sc_hd__and3_1     4              0.57
sky130_fd_sc_hd__dfxtp_1   16               7.4
sky130_fd_sc_hd__fa_1      48                22
sky130_fd_sc_hd__ha_1      98                28
sky130_fd_sc_hd__inv_1    112               9.7
sky130_fd_sc_hd__nand2_1   21               1.8
sky130_fd_sc_hd__nand3_1    6              0.69
sky130_fd_sc_hd__nor2_1    26               2.2
sky130_fd_sc_hd__nor2b_1    8               1.1
sky130_fd_sc_hd__nor3_1     5              0.57
sky130_fd_sc_hd__o21a_1     5              0.86
sky130_fd_sc_hd__o21ai_0   14               1.6
sky130_fd_sc_hd__o22ai_1    5              0.72
sky130_fd_sc_hd__xnor2_1   29               5.8
sky130_fd_sc_hd__xor2_1    13               2.6
==> cell families (layout without fill, tap and decap cells) <==
group,Yosys count,in the layout,share of synthesized area (%)
AND/OR/NAND/NOR,87,87,9.88
flip-flops,16,16,7.35
AND-OR/OR-AND,82,82,13.1
buffers and inverters,115,174,9.91
multiplexers,3,3,0.718
adder cells (fa/ha/maj),146,146,50.2
XOR/XNOR,43,43,8.82
==> power breakdown <==
part / switching [mW] / internal [mW]
logic: 1.04 / 0.999
registers: 0.00706 / 0.120
clock network: 0.0318 / 0.0853
total: 1.08 / 1.20
==> what timing repair did <==
item,CTS,global route
setup endpoints to repair,0,1
hold endpoints to repair,0,0
gates resized,0,1
buffers inserted,0,0
==> worst paths after layout <==
path	end	slack (ns)	depth (start not counted)
max	n[15]	0.35	23
min	n[0]	1.80	2
==> worst max-delay path, stage by stage <==
cell	delay, ns
sky130_fd_sc_hd__clkdlybuf4s50_1	0.47
sky130_fd_sc_hd__inv_1	0.06
sky130_fd_sc_hd__ha_1	0.19
sky130_fd_sc_hd__nor2b_1	0.13
sky130_fd_sc_hd__ha_1	0.29
sky130_fd_sc_hd__inv_1	0.07
sky130_fd_sc_hd__fa_1	0.50
sky130_fd_sc_hd__fa_1	0.52
sky130_fd_sc_hd__inv_1	0.05
sky130_fd_sc_hd__fa_1	0.49
sky130_fd_sc_hd__inv_1	0.05
sky130_fd_sc_hd__fa_1	0.49
sky130_fd_sc_hd__inv_1	0.06
sky130_fd_sc_hd__ha_4	0.25
sky130_fd_sc_hd__xnor2_1	0.12
sky130_fd_sc_hd__ha_1	0.27
sky130_fd_sc_hd__inv_1	0.04
sky130_fd_sc_hd__ha_1	0.30
sky130_fd_sc_hd__a21o_1	0.17
sky130_fd_sc_hd__o21bai_1	0.16
sky130_fd_sc_hd__a21o_1	0.19
sky130_fd_sc_hd__or4_1	0.51
sky130_fd_sc_hd__a21oi_1	0.13
==> routing by layer <==
layer / routed length, µm / share of wire (%) / global-route usage, %
met1: 4430 / 55 / 18.9
met2: 3420 / 42 / 19.1
met3: 244 / 3.0 / 1.04
met4: 12 / 0.15 / 0.381
met5: 0 / 0 / 0
Power and IR drop assume default switching activity.
