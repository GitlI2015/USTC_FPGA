**flow/design.v**
```verilog
`timescale 1ns / 1ps
module converter(
	input clk,
	input [31:0]max,
	output reg c=0
);
reg [31:0]count;
initial count = 0;
always@(posedge clk)
if(count==max)
	c<=1;
else
	c<=0;
always@(posedge clk)
	if(count==max)
		count<=0;
	else
		count<=count+1;
endmodule
`timescale 1ns / 1ps
module twinkle(
	input clk,
	input en,
	input [2:0]n,
	output o
	);
	reg [7:0]br0=0;
	reg [6:0]cnt=0;
	wire c;
	wire [7:0]br;
	wire [7:0]brc=(br0+(n<<5))%256;
	converter c1(clk,500000,c);
	assign br=en?(brc<128?brc:255-brc):0;
	always@(posedge clk)
	if(c)
	begin
		br0<=br0+1;
	end
	else
		br0<=br0;
	always@(posedge clk)
	begin
		cnt<=cnt+1;
	end
	assign o=br>=cnt;
endmodule
module LED(
	input clk,
	input [3:0] state,
	output reg [7:0] out
	);
	reg [7:0] en;
	wire [7:0] o;
	always@(*)
	if(state==0)
		en<=8'b11111111;
	else if(state<8)
		en<=1<<(state-1);
	else if(state<=12)
		en<=8'b00100000+(1<<(state-8));
	else if(state==13)
		en<=8'b01100000;
	else
		en<=en;
	always@(posedge clk)
	if(state==7)
		out<=8'b11111111;
	else
		out<=o;
	twinkle t0(clk,en[0],0,o[0]);
	twinkle t1(clk,en[1],0,o[1]);
	twinkle t2(clk,en[2],0,o[2]);
	twinkle t3(clk,en[3],0,o[3]);
	twinkle t4(clk,en[4],0,o[4]);
	twinkle t5(clk,en[5],0,o[5]);
	twinkle t6(clk,en[6],0,o[6]);
	twinkle t7(clk,en[7],0,o[7]);
endmodule
```
**flow/run.sh**
```bash
#!/bin/bash
# OpenROAD 26Q1-2900-gdf79404cd8, Yosys 0.63+post, stock flow scripts
make -C /OpenROAD-flow-scripts/flow DESIGN_CONFIG=/design/flow/config.mk WORK_HOME=/design/flow/orfs finish
```
**flow/config.mk**
```make
export PLATFORM = sky130hd
export DESIGN_NAME = LED
export DESIGN_NICKNAME = LED
export VERILOG_FILES = /design/flow/design.v
export SDC_FILE = /design/flow/constraint.sdc
export NUM_CORES = 4
export LEC_CHECK = 1
export CORE_UTILIZATION = 30
```
**flow/constraint.sdc**
```tcl
current_design LED

set clk_period 5.3
set clk_io_pct 0.2

create_clock -name clk0 -period $clk_period [get_ports {clk}]

set non_clock_inputs [all_inputs -no_clocks]
set_input_delay [expr $clk_period * $clk_io_pct] -clock clk0 $non_clock_inputs
set_output_delay [expr $clk_period * $clk_io_pct] -clock clk0 [all_outputs]
```
==> out/summary.txt <==
Status: complete, no violations
Top delay family on crit path: buffers and inverters
FP Core Util: 0.3027
Post-layout util: 0.3459
Peak supply drop: 221.2 uV
CTS clock-pin slew for the worst setup and hold paths: 0.06 ns
Crit path DRT: 4.24 ns
Endpoints left unconstrained: 8
Avg Cell Area, Syn: 9.891 um2
Combinational share of power: 0.005
HPWL Detailed: 21800 um
Leakage: 8.345 nW
Chip area: 63150 um2
First-pass GRT wire length: 56160 um
Die H: 251.3 um
Cell count after synthesis: 1885
Sum Neg Setup Slack: 0 ns
Cells resized by post-CTS repair: 0
Pwr Density: 294.1 nW/um2
Vias in the first global route: 12283
RSZ-0062 raised after global routing: no
H-tree Lvls: 2
Finished Cell Area: 21310 um2
Final hold vios: 0
Worst slew pin tran: 0.9481 ns
Initial antenna violation count: 0
First drt pass iteration count: 5
# diodes: 0
Sw frac: 0.1949
Antenna viol nets, final: 0
Critical-path top delay cell: clkdlybuf4s50_1
Drt initial violations: 689
Max-Cap Viols: 0
Boundary pin count: 13
Cells after DPL: 2709
CTS Hold Bufs: 0
EDFF count, synth: 64
Yosys stat cell total: 1885
Synth cell types: 53
Synthesis-to-finish area growth: 14.27%
Final setup fails: 0
Critical path launch point type: flip-flop
Psw: 0.001221 W
Post-synth top cells: dfxtp_1 (328), xnor2_1 (197), nand3_1 (146)
CTS tree: built
Async SR Flop Fraction: 0
Fraction of layout cells with a size suffix above 1: 0.05994
Die width: 251.3 um
Drt drc: 0
Slew margin rel.: 0.3621
Clock Root Buffer: clkbuf_16
Dominant cell area share: 0.3522
Most common cell in the synthesized netlist: dfxtp_1
CP arrival: 1.49 ns
Register pins left without a clock: 8
Yosys top cell by area: dfxtp_1
Max clock buf depth: 3
Num CTS Buffers: 44
Main flop type: dfxtp_1
Total GRT Usage: 0.1054
Core area: 61600 um2
Critical path class: reg -> out
Crit-path max cell delay: 0.51 ns
# rows: 91
DR vias: 13034
Drt wl/cell: 11.49 um
Synthesized area: 18650 um2
Port bufs: 12
YS chip area: 18650 um2
Final period utilization: 0.4806
Critical Path End Type: primary output
Clock power frac: 0.513
#FFs+latches synth: 400
Tool warnings: 35
Setup repair bufs after CTS: 0
Hold Crit Class: reg -> reg
Worst path cell trace: clkdlybuf4s50_1
Achievable Freq: 0.3926 GHz
Hold WS: 0.4313 ns
Worst path bufs/invs: 1
Final worst path period need: 2.547 ns
Global placer's final weighted congestion: 0.8312
Placed instance area: 19750 um2
Synth area leaders: dfxtp_1 (35%), edfxtp_1 (10%), xnor2_1 (9.3%), xor2_1 (6.8%), ha_1 (6.1%)
Setup Skew: 0.02081 ns
Detailed Route WL: 32050 um
Max FO, Critical Path: 1
Synth Warn #: 11
Non-filler cells, final: 2789
Largest net degree at the start of global routing: 16
GRT overflow: 0
Clk latency late pin: 0.57 ns
Post-DR vias/cell: 4.673
Max Slew Vio Count: 0
Seq pwr share: 0.482
P_int: 0.005044 W
## cell families after synthesis
group | after synthesis | synth area share
latches | 8 | 0.006442
flip-flops | 392 | 0.4552
XOR/XNOR | 344 | 0.1624
adder cells (fa/ha/maj) | 91 | 0.06107
AND-OR/OR-AND | 138 | 0.04657
multiplexers | 8 | 0.004295
buffers and inverters | 155 | 0.03154
AND/OR/NAND/NOR | 749 | 0.2325
## path summary, 6_finish.rpt
path              slack [ns]      startpoint         endpoint  cells past startpoint
hold reg to reg         0.43       t0.cnt[0]        t0.cnt[0]                      1
setup reg to reg        3.11  t2.c1.count[9]  t2.c1.count[17]                      4
setup / recovery        2.75          out[3]           out[3]                      1
hold / removal          0.43       t0.cnt[0]        t0.cnt[0]                      1
## final cells by class
| cell class | count | area (um2) |
|---|---|---|
| fillers | 5963 | 40290 |
| inverters | 120 | 450.4 |
| multi-input cells | 1330 | 9449 |
| clock inverters | 17 | 241.5 |
| flip-flops and latches | 400 | 8608 |
| well taps | 837 | 1047 |
| clock buffers | 63 | 1314 |
| repair buffers | 22 | 195.2 |
## sequential cells by signal, indices dropped and copies added, names as in the netlist, 32 cells and up
register and cells:
t1.c1.count 32, t2.c1.count 32, t5.c1.count 32, t7.c1.count 32, t4.c1.count 32, t0.c1.count 32, t6.c1.count 32, t3.c1.count 32
## routing by layer
| layer | global-route usage | routed length [um] | up-vias |
|---|---|---|---|
| li1 | - | - | 6786 |
| met1 | 0.1595 | 16310 | 6028 |
| met2 | 0.1575 | 13540 | 166 |
| met3 | 0.02431 | 1512 | 54 |
| met4 | 0.02091 | 684 | 0 |
| met5 | 0 | 0 | - |
## power groups by stage
stage | Clock [W] | Combinational, W | Sequential (W)
after CTS | 0.00331 | 0.0000309 | 0.00302
after global routing | 0.00343 | 0.0000346 | 0.00302
final | 0.00321 | 0.0000312 | 0.00302
## layout by cell type, fill, tap and decap left out, drive strengths merged, types with 4 or more instances in the layout
| master | Yosys | layout |
|---|---|---|
| nand2 | 88 | 88 |
| nor4bb | 7 | 7 |
| o32ai | 5 | 5 |
| nand2b | 11 | 11 |
| o21ai | 39 | 39 |
| a21oi | 34 | 34 |
| nor4 | 62 | 62 |
| edfxtp | 64 | 64 |
| nand4 | 96 | 96 |
| nor4b | 14 | 14 |
| nor3 | 45 | 45 |
| o31ai | 4 | 4 |
| bufinv | 0 | 6 |
| nor2b | 10 | 10 |
| and3 | 49 | 49 |
| dfxtp | 328 | 328 |
| a21o | 16 | 16 |
| and4 | 29 | 29 |
| ha | 91 | 91 |
| a211oi | 16 | 16 |
| nor2 | 78 | 78 |
| clkinv | 0 | 9 |
| and2 | 52 | 52 |
| or3 | 28 | 28 |
| inv | 120 | 122 |
| nand3 | 149 | 149 |
| o2111ai | 8 | 8 |
| dlxtn | 8 | 8 |
| mux2i | 8 | 8 |
| or4 | 16 | 16 |
| buf | 5 | 10 |
| o22ai | 5 | 5 |
| xnor2 | 199 | 199 |
| clkdlybuf4s50 | 0 | 12 |
| clkbuf | 30 | 63 |
| or2 | 6 | 6 |
| xor2 | 145 | 145 |
## through the flow
step,total power [W],setup slack [ns]
after floorplan,0.003104,3.262
after CTS,0.006362,2.645
after global routing,0.006485,2.572
final,0.006265,2.753
after global placement,0.003116,2.445
after detailed placement,0.003117,2.365
Power and IR drop assume default switching activity.
